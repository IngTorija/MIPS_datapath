## flow/run.sh

```bash
#!/bin/bash
# OpenROAD 26Q1-2900-gdf79404cd8, Yosys 0.63+post, stock flow scripts
make -C /OpenROAD-flow-scripts/flow DESIGN_CONFIG=/design/flow/config.mk WORK_HOME=/design/flow/orfs finish
```

## flow/constraint.sdc

```tcl
current_design ALU

set clk_period 13.8
set clk_io_pct 0.2

create_clock -name clk0 -period $clk_period

set non_clock_inputs [all_inputs -no_clocks]
set_input_delay [expr $clk_period * $clk_io_pct] -clock clk0 $non_clock_inputs
set_output_delay [expr $clk_period * $clk_io_pct] -clock clk0 [all_outputs]
```

## flow/design.v

```verilog
module ALU(a,b, ALUctrl,ALU_res,zero);
  input [31:0] a,b;
  input [3:0] ALUctrl;
  output reg [31:0] ALU_res;
  output zero;
  assign zero = (ALU_res==0);
  always @ (a,b,ALUctrl) 
      begin
      case (ALUctrl)  
			4'b0000: ALU_res <= a & b;  
			4'b0001: ALU_res <= a | b;  
			4'b0010: ALU_res <= a + b;  
			4'b0110: ALU_res <= a - b;  
			4'b0111: ALU_res <= a < b ? 1:0; 
        	4'b0101: ALU_res <= ~(a | b);  
			default: ALU_res <= 0; 
		endcase 
	end
endmodule
```

## flow/config.mk

```make
export PLATFORM = sky130hd
export DESIGN_NAME = ALU
export DESIGN_NICKNAME = ALU
export VERILOG_FILES = /design/flow/design.v
export SDC_FILE = /design/flow/constraint.sdc
export NUM_CORES = 4
export LEC_CHECK = 1
export CORE_UTILIZATION = 50
```

==> flow_summary_export.csv <==
group,metric,value,unit
status,status,"completed",
synthesis,synthCells,892,
floorplan,fp.dieArea,12500,um^2
route,drc,0,
route,wirelength,22.4,mm
place,placed_cells,1094,
finish,fill_cells,1032,
floorplan,fp_util,0.521,
final_timing,hold_violations,0,
clock_network,cts_setup_buffers,0,
route,dr_total_vias,7347,
route,insertedDiodeCount,0,
synthesis,synth.distinct_cells,94,
worst_setup_path,critical_path_class,"input pin to output pin",
finish,final-comb-area,5470,um^2
power,peakVddDrop,21.2,uV
power,combPwrFrac,1.000,
synthesis,ys_seq_frac,0,
worst_setup_path,required,11.04,ns
final_timing,finalSetupViolations,0,
power,power_leakage,3.13,nW
power,clkPwrFrac,0,
floorplan,die_w,112,um
global_route,grt_overflow,0,
floorplan,rows,39,
final_timing,setup_tns,0,ns
final_timing,rsz0062_at_grt,"false",
power,finalPower,0.000287,W
power,p_seq_frac,0,
global_route,grt_pass1_vias,6713,
final_timing,timing.hold.ws,6.79,ns
clock_network,post_cts_resized,0,
finish,drive_gt1_frac,0.0578,
finish,finalNonFillerCells,1094,
synthesis,ys_cells,892,
clock_network,holdBufCountCts,0,
synthesis,synth_area,6020,um^2
flow_run,cap_violations,0,
final_timing,maxSlewViolCount,0,
finish,ff_count,0,
global_route,grt_max_degree,41,
floorplan,fp.dieH,112,um
worst_setup_path,crit_path_max_fanout,5,
place,place_hpwl,17.6,mm
route,dr.pass1.iters,24,
global_route,grt_pass1_wl,35.8,mm
finish,area_growth,18.0,%
worst_setup_path,critPathArrivalTime,7.86,ns
route,ant_nets,0,
final_timing,period_used_share,0.769,
final_timing,slew_headroom,0.395,
floorplan,coreArea,11600,um^2
route,drt-initial-drc-count,842,
synthesis,syn_avg_cell_area,6.75,um^2
synthesis,synth-warning-count,1,
power,p_int,0.000122,W
power,power_density,40.3,nW/um^2
synthesis,topCellsByArea,"ha_1 (21%), nor2_1 (6.1%), inv_1 (5.9%)",
place,gp_congestion,1.04,
place,placed_cell_area,7110,um^2
flow_run,warning_count,102,
place,portBuffers,101,
synthesis,yosys.area.top_type_share,0.210,
synthesis,synth.largest_area_cell,"ha_1",
route,post_drt_via_cell_ratio,6.72,
worst_setup_path,end_kind,"output pin",
power,p_switching,0.000165,W
final_timing,max_freq,0.0942,GHz
global_route,antenna_found_initial,0,
power,switching_share,0.576,
route,drt-wirelength-per-cell,20.4,um
finish,regArea,0,um^2
synthesis,ys_area,6020,um^2
final_timing,worstMarginPinSlew,0.906,ns
finish,postLayoutCellArea,7110,um^2
floorplan,num_io_pins,101,
finish,final_cell_mix,"ha_1 (101), clkdlybuf4s50_1 (101), nor2_1 (98)",
hold_path,hold_path_class,"input pin to output pin",
worst_setup_path,start_kind,"input pin",
hold_path,timing.hold.worst_path_depth,5,
final_timing,finalCriticalPeriod,10.62,ns
global_route,gr-usage-all-layers,0.364,
finish,clock_buffers,0,
-- power by group through the flow --
stage     registers [W]  logic (W)  clock network [W]
4_1_cts               0   0.000279                  0
5_1_grt               0   0.000311                  0
6_report              0   0.000287                  0
-- kinds of logic (layout without fill, tap and decap cells) --
group           count (synthesis)  count (layout)  share of synthesized area
compound gates                320             320                      0.398
xor+xnor                       10              10                     0.0145
fa+ha+maj                     103             103                      0.216
buf+inv                       150             209                     0.0987
mux                             6               6                    0.00997
simple gates                  303             303                      0.262
-- cells in the mapped netlist (all sizes together) (15+ instances only) --
| library cell | n |
|---|---|
| a21oi | 60 |
| a221oi | 23 |
| buf | 18 |
| clkbuf | 35 |
| ha | 101 |
| inv | 97 |
| nand2 | 48 |
| nand3 | 25 |
| nor2 | 98 |
| nor3 | 20 |
| nor4 | 16 |
| o211ai | 15 |
| o21ai | 54 |
-- metrics by stage --
step | util | setup WS [ns]
2_1_floorplan | - | 5.12
3_3_place_gp | 0.615 | 3.42
3_5_place_dp | 0.615 | 3.37
4_1_cts | 0.615 | 3.35
5_1_grt | 0.615 | 2.80
6_report | 0.615 | 3.18
-- area by class of cell --
cell class,count,share of cell area
Inverter,97,0.0512
Multi-Input combinational cell,742,0.770
Tap cell,143,0.0252
Timing Repair Buffer,112,0.154
-- path summary, 6_finish.rpt --
check,from,endpoint,slack [ns]
max,b[0],zero,3.18
min,b[2],ALU_res[2],6.79
-- per-layer routing --
metal  up-vias  track usage  share of wire
met5         -            0              0
met1      3298        0.518           0.42
li1       3464            -              -
met3        69        0.111           0.14
met4         0        0.119          0.037
met2       516        0.519           0.40
-- worst max-delay path, stage by stage --
cell and delay (ns):
clkdlybuf4s50_1 0.52, ha_1 0.24, inv_1 0.07, fa_1 0.37, nand2b_1 0.21, a211oi_1 0.57, o41ai_1 0.11, a2111oi_0 0.37
a21oi_1 0.14, nor4_1 0.65, o2111ai_1 0.19, nor4_1 0.40, or4b_1 0.53, nor4_2 0.23, clkdlybuf4s50_1 0.50
Power is estimated from default activity; no workload was simulated.
