$ cat flow/run.sh
#!/bin/bash
# OpenROAD 26Q1-2900-gdf79404cd8, Yosys 0.63+post, stock flow scripts
make -C /OpenROAD-flow-scripts/flow DESIGN_CONFIG=/design/flow/config.mk WORK_HOME=/design/flow/orfs finish
$ cat flow/config.mk
export PLATFORM = sky130hd
export DESIGN_NAME = Mux4_1
export DESIGN_NICKNAME = Mux4_1
export VERILOG_FILES = /design/flow/design.v
export SDC_FILE = /design/flow/constraint.sdc
export NUM_CORES = 4
export LEC_CHECK = 1
export CORE_AREA = 10 10 95 95
export DIE_AREA = 0 0 105 105
$ cat flow/constraint.sdc
current_design Mux4_1

set clk_period 1.1
set clk_io_pct 0.2

create_clock -name clk0 -period $clk_period

set non_clock_inputs [all_inputs -no_clocks]
set_input_delay [expr $clk_period * $clk_io_pct] -clock clk0 $non_clock_inputs
set_output_delay [expr $clk_period * $clk_io_pct] -clock clk0 [all_outputs]
$ cat flow/design.v
module Mux4_1(I0,I1,I2,I3,S,out);
  input [31:0]I0,I1,I2,I3;
  input [1:0]S;
  output [31:0]out;
  reg [31:0]out;
  always @ (I0,I1,I2,I3,S)
    begin
      case(S)
        2'b00: out = I0;
        2'b01: out = I1;
        2'b10: out = I2;
        default : out = I3;
      endcase
    end
endmodule
==> flow_summary.yaml <==
# implementation run metrics
outcome:
  outcome: "finished with violations"
  violations: "setup timing"
run:
  cap_violations: 0
  warnings: 35
global_route:
  grt_max_degree: 14
  use_met2_pct: 17.2
  grtUsageTotal_pct: 11.1
  antenna_found_initial: 2
  top_usage_layer: "met2"
  grt_pass1_vias: 1504
  grtUsageMet3_pct: 7.39
  grt-ovfl-total: 0
  use_met1_pct: 13.6
  grt_first_pass_wirelength_mm: 9.36
detailed_routing:
  ant_nets: 0
  wl_per_cell_um: 21.6
  drc_errors: 0
  vias: 1215
  viasPerCell: 4.02
  wl_mm: 6.53
  drt-pass1-iter-count: 4
  drt_iter0_drc: 14
worst_hold_path:
  whs_path_depth: 3
  hp-class: "in -> out"
  min_from: "I0[9]"
  hold_end: "out[9]"
layout:
  drive_above_1_share_pct: 37.3
  synthToLayoutAreaGrowth_pct: 192
  logic_area_um2: 721
  layout_top_cell: "dlygate4sd2_1"
  design.seq.count: 0
  seqCellArea_um2: 0
  layout_top_cells: "dlygate4sd2_1, mux4_2, buf_2"
  clkbuf_count: 0
  nFillCells: 764
  final-instance-count-excl-fill: 302
  final_util_pct: 34.5
  fin_area_um2: 2380
synth:
  synth_cell_types: 5
  yosys.area_share.simple_pct: 0
  seq_area_frac_synth_pct: 0
  yosys-stat-cells: 39
  yosysWarnings: 1
  syn_avg_cell_area_um2: 20.9
  synthCells: 39
  synthTopLogicFamily: "multiplexers"
  synthAdderAreaFrac_pct: 0
  ys_sh_mux_pct: 89.4
  yosys.area_share.aoi_pct: 0
  synth_area_um2: 815
  yosysChipArea_um2: 815
  xor_share_pct: 0
worst_setup_path:
  arrival_ns: 1.14
  cp-end-kind: "output port"
  critPathMaxFanout: 7
  crit_type: "in -> out"
  cp.required_ns: 0.88
  cp-start-kind: "input pin"
pwr:
  p_per_area_nw_per_um2: 330
  finalPower_mw: 0.787
  ir_drop_v: 0.000153
  power_leakage_nw: 1.12
placed_design:
  place_area_um2: 2530
  portBuffers: 162
  dp.cells: 295
  place_congestion: 0.787
final_timing:
  fin_crit_sh_pct: 123
  rsz0062_at_grt: "yes"
  maxSlewHeadroom_pct: 88.8
  layout_min_cycle_time_ns: 1.36
  fmax_mhz: 737
  slew_violations: 0
  setup_viol: 32
  whs_ns: 0.918
  worst-slew-pin-transition_ns: 0.168
  hold_viol: 0
  fin_ws_ns: -0.257
floorplan:
  die_area_um2: 11000
  ios: 162
  die_w_um: 105
  fp-utilization_pct: 11.8
  design.core.area_um2: 6910
  rows: 30
  die_h_um: 105
clock_tree:
  postCtsSetupRepairBufs: 0
per-stage QoR:
step	setup WS [ns]	TNS (ns)
after global routing	-0.289	-8.53
after global placement	-0.869	-26.15
after CTS	-0.273	-7.74
after floorplan	-0.0316	-0.949
final	-0.257	-7.37
after detailed placement	-0.873	-26.12
timing repair:
item                       4_1_cts  5_1_grt
setup endpoints to repair       32       32
gates resized                  247        1
hold buffers                     0        0
gates cloned                     4        1
cell type report:
cell class | count | area share, %
Multi-Input combinational cell | 32 | 30.3
Antenna cell | 2 | 0.210
Tap cell | 96 | 5.04
Timing Repair Buffer | 172 | 64.5
worst max path at each step:
stage | startpoint | to | slack, ns | cells after the start
CTS | S[0] | out[3] | -0.27 | 4
global route | S[0] | out[12] | -0.29 | 4
finish | S[0] | out[31] | -0.26 | 4
cells in the mapped netlist:
master   n  area [um2]
buf_2    3        15.0
buf_12   3        60.1
buf_6    1        11.3
mux4_1   2        52.6
mux4_2  30         676
worst max-delay path, cell delays in order:
cell    delay (ns)
buf_16        0.13
buf_4         0.14
mux4_2        0.51
buf_6         0.13
cell families after synthesis:
logic type and after synthesis:
mux 32, buf+inv 7
per-layer routing:
metal / wire length [um] / vias to the layer above
li1: - / 541
met1: 2620 / 549
met2: 2840 / 123
met3: 1040 / 2
met4: 23 / 0
met5: 0 / -
report_power, final:
group          switching (mW)  leakage, nW    total, mW  internal [mW]
logic                   0.209         1.12        0.787          0.578
clock network               0    0.0000127  0.000000243    0.000000243
registers                   0            0            0              0
total                   0.209         1.12        0.787          0.578
No activity file was given, so power comes from the tool's default toggle rates.
