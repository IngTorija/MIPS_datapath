`./run.sh`:
```
#!/bin/bash
# OpenROAD 26Q1-2900-gdf79404cd8, Yosys 0.63+post, stock flow scripts
make -C /OpenROAD-flow-scripts/flow DESIGN_CONFIG=/design/flow/config.mk WORK_HOME=/design/flow/orfs finish
```
`./design.v`:
```
module Mux2_1(I0,I1,S,out);
  input [31:0]I0,I1;
  input S;
  output [31:0]out;
  reg [31:0]out;
  always @ (I0,I1,S)
    begin
      case(S)
        1'b0: out = I0;
        default : out = I1;
      endcase
    end
endmodule
```
`./config.mk`:
```
export PLATFORM = sky130hd
export DESIGN_NAME = Mux2_1
export DESIGN_NICKNAME = Mux2_1
export VERILOG_FILES = /design/flow/design.v
export SDC_FILE = /design/flow/constraint.sdc
export NUM_CORES = 4
export LEC_CHECK = 1
export CORE_AREA = 10 10 70 70
export DIE_AREA = 0 0 80 80
```
`./constraint.sdc`:
```
current_design Mux2_1

set clk_period 1.0
set clk_io_pct 0.2

create_clock -name clk0 -period $clk_period

set non_clock_inputs [all_inputs -no_clocks]
set_input_delay [expr $clk_period * $clk_io_pct] -clock clk0 $non_clock_inputs
set_output_delay [expr $clk_period * $clk_io_pct] -clock clk0 [all_outputs]
```
==> out/summary.txt <==
Outcome - finished with violations
Failing checks - setup timing
Post-Synthesis Cells - 36
Place WS - -0.4961 ns
Initial antenna violation count - 0
DP Area - 1536 um2
Yosys chip area - 544.3 um2
CP Max Fanout - 6
First-pass GRT wire length - 4.305 mm
Slew margin rel. - 93.39%
Fin. Hold Viols - 0
Tmin final - 1.101 ns
Area leader, netlist - mux2_4
Iter 0 DRT Violations - 3
Count of different cell masters after synthesis - 4
DIE AREA - 6400 um2
Switch share - 22.45%
Core area - 3416 um2
Vias/cell - 3.978
Floorplan core density - 15.93%
Clk pwr share - 0%
Most frequent logic cell in the layout - dlygate4sd2_1
Area growth syn-to-layout - 187.6%
DR DRC count - 0
CP required - 0.80 ns
Final GP Congestion - 0.7597
Area of the mapped netlist - 544.3 um2
Top cells by area - mux2_4 (83%), buf_12 (11%), mux2_2 (4.1%)
Pwr dens - 393.6 nW/um2
Synth warnings - 1
Final setup TNS - -2.638 ns
Row cnt - 21
Crit start category - input port
Combinational share of power - 100.0%
First-pass DRT Iterations - 2
Kind of critical path - input port to primary output
Number of buffers added on ports - 97
GR Util All Layers - 8.289%
Register area - 0 um2
Hold-fix buffers at CTS - 0
Worst hold-check path type - input port to primary output
Share of cells above drive strength 1 - 52.59%
Wirelength per Cell - 16.14 um
Top Layout Cells - dlygate4sd2_1 (64), mux2_4 (32), buf_6 (21)
Final Slew Violations - 0
Die H - 80 um
Finish-stage setup viols - 32
Die width - 80 um
Flop pwr share - 0%
Vias - 720
Total congestion overflow - 0
Fin area - 1565 um2
Diode count - 0
Post-CTS setup buffer count - 0
Worst setup EP type - primary output
Peak VDD IR - 0.1853 mV
Seq cells - 0
Mean Syn Cell Area - 15.12 um2
Seq/Total Area, Yosys - 0%
RSZ-0062 raised after global routing - true
Worst Tran Pin Value - 0.09916 ns
Tot Pwr - 0.6161 mW
Largest net degree at the start of global routing - 10
Detailed Place HPWL - 2.408 mm
Fillers - 335
Internal Power - 0.4778 mW
Worst setup margin - -0.1008 ns
Antenna Nets Post-Route - 0
Clock buf count - 0
FMAX - 908.5 MHz
Sw power - 0.1383 mW
Tool warnings - 34
Pleak - 0.8516 nW
Max_cap viols - 0
I/O Pins - 97
Largest type area fraction - 82.76%
Hold slack - 0.7942 ns
Comb area - 480.5 um2
WL final - 2.922 mm
Crit path arrival time - 0.90 ns
Final period utilization - 110.1%
Number of global-route vias before repair - 811
Ys cells - 36
==> worst max-delay path, stage by stage <==
cell	delay, ns
buf_16	0.13
clkbuf_16	0.16
mux2_4	0.30
buf_6	0.11
==> cell type report <==
type / count / area share, %
timing repair buffer: 103 / 65.63
multi-input combinational: 32 / 30.70
tap: 46 / 3.677
==> logic make-up after synthesis <==
family	share of synthesized area [%]
buffers and inverters	13.10
multiplexers	86.90
==> synthesized netlist by cell type <==
master / instances
mux2_4: 30
buf_12: 3
mux2_2: 2
buf_6: 1
==> repair_timing <==
action / in CTS / in global routing
endpoints found under the hold margin: 0 / 0
gates cloned: 3 / 1
resized: 186 / 6
pin swaps: 0 / 0
setup endpoints to repair: 32 / 32
==> metrics by stage <==
step | cells | util [%]
2_1_floorplan | 36 | -
3_3_place_gp | 177 | 44.98
3_5_place_dp | 177 | 44.98
4_1_cts | 180 | 43.96
5_1_grt | 181 | 45.82
6_report | 181 | 45.82
==> power groups by stage <==
stage	clock network, mW	logic [mW]	registers (mW)
4_1_cts	0	0.593	0
5_1_grt	0	0.662	0
6_report	0	0.616	0
==> path summary, 6_finish.rpt <==
path	from	endpoint	slack (ns)	cells after the start
worst max-delay path	S	out[26]	-0.10	4
worst min-delay path	I0[25]	out[25]	0.79	3
==> layer usage <==
| layer | vias to the layer above | part of all wire, % | global-route usage (%) |
|---|---|---|---|
| met5 | - | 0 | 0 |
| met3 | 2 | 9.5 | 2.500 |
| met1 | 323 | 41 | 10.55 |
| met4 | 0 | 0.72 | 0.7042 |
| li1 | 342 | - | - |
| met2 | 53 | 49 | 13.88 |
Power figures rest on the tool's default switching activity, not on a simulated workload.
